==> design/flow/design.v <==
`timescale 1ns / 1ps
module led_mux
(input clk, rst, input [7:0] LED7, LED6, LED5, LED4, LED3, LED2, LED1, LED0,
output [7:0] LEDSEL, LEDOUT);
    reg [2:0] index;
    reg [15:0] led_ctrl;
    assign {LEDSEL, LEDOUT} = led_ctrl;
    always @ (posedge clk) index <= (rst) ? 3'b0 : (index + 3'd1);
    always @ (index, LED0, LED1, LED2, LED3, LED4, LED5, LED6, LED7)
    begin
        case (index)
            0: led_ctrl <= {8'b11111110, LED0};
            1: led_ctrl <= {8'b11111101, LED1};
            2: led_ctrl <= {8'b11111011, LED2};
            3: led_ctrl <= {8'b11110111, LED3};
            4: led_ctrl <= {8'b11101111, LED4};
            5: led_ctrl <= {8'b11011111, LED5};
            6: led_ctrl <= {8'b10111111, LED6};
            7: led_ctrl <= {8'b01111111, LED7};
            default: led_ctrl <= {8'b11111111, 8'hFF};
        endcase
    end
endmodule
==> design/flow/run.sh <==
#!/bin/bash
# OpenROAD 26Q1-2900-gdf79404cd8, Yosys 0.63+post, stock flow scripts
make -C /OpenROAD-flow-scripts/flow DESIGN_CONFIG=/design/flow/config.mk WORK_HOME=/design/flow/orfs finish
==> design/flow/config.mk <==
export PLATFORM = sky130hd
export DESIGN_NAME = led_mux
export DESIGN_NICKNAME = led_mux
export VERILOG_FILES = /design/flow/design.v
export SDC_FILE = /design/flow/constraint.sdc
export NUM_CORES = 4
export LEC_CHECK = 1
export CORE_AREA = 10 10 78 78
export DIE_AREA = 0 0 88 88
==> design/flow/constraint.sdc <==
current_design led_mux

set clk_period 3.5
set clk_io_pct 0.2

create_clock -name clk0 -period $clk_period [get_ports {clk}]

set non_clock_inputs [all_inputs -no_clocks]
set_input_delay [expr $clk_period * $clk_io_pct] -clock clk0 $non_clock_inputs
set_output_delay [expr $clk_period * $clk_io_pct] -clock clk0 [all_outputs]
==> results_slide.txt <==
Run Summary

Run status
  – Outcome: completed

Routing
  – WL final: 4170 µm
  – Wire per inst: 18.1 µm
  – Vias: 1125
  – ANT cells: 0
  – First-pass DRT Iterations: 4
  – Antenna Nets Post-Route: 0
  – Routed vias/inst: 4.87
  – Initial DRC Count: 74
  – DRC viols: 0

Power and ir drop
  – Clock share of power: 26.4%
  – Sw Share: 28.2%
  – Leak Pwr: 0.639 nW
  – Maximum vdd ir drop: 0.214 mV
  – P_int: 271 µW
  – PD cells: 223 nW/µm²
  – Net Switching: 106 µW
  – Sequential power share: 10.6%
  – Logic pwr share: 63.0%

Synthesis
  – Yosys warnings: 1
  – Register area share after synthesis: 7.57%
  – Top-area cell type share of the netlist area: 11.0%
  – Area fraction in xor and xnor cells: 0%
  – Most frequent cell after synthesis: nand2_1
  – Comb area leader: AND-OR/OR-AND gates
  – Largest area contributor in the netlist: ha_1
  – Ys async rst share: 0%
  – Post-synth EDFFs: 0
  – Top cells by area: ha_1, mux2_2, a41oi_2, dfxtp_1, a22o_1
  – Cells in synth_stat.txt: 100
  – Synth cell count leaders: nand2_1, nor3_1, and3_1, ha_1, mux2_2
  – Cell variety after synth: 31
  – Yosys simple share: 29.2%
  – Adder Area Share: 11.0%
  – Ys flops: 3
  – Commonest flop: dfxtp_1
  – Synth Cell Area: 793 µm²
  – Ao+oa area frac: 32.5%
  – Multiplexer area fraction after synthesis: 9.94%
  – Syn_area_per_cell: 7.93 µm²
  – Synthesized instance count: 100
  – Yosys Chip Area: 793 µm²

Setup path
  – Crit path DAT: 2.46 ns
  – Worst Setup SP: index[0]
  – Startpoint types: flop
  – Required @ worst endpoint: 2.80 ns
  – R2r setup slk: 2.49 ns
  – Max FO, Critical Path: 13
  – Worst Setup End Kind: primary output
  – CP Class: flop to primary output
  – Reg-to-Reg Start: index[0]

Placed design
  – DP Worst Slack: 0.297 ns
  – Hpwl dp: 3300 µm
  – Final Wtd Congestion: 0.795
  – Port Buffers: 81

Clock network
  – Clock buffer count from CTS: 3
  – Longest Clk Path Bufs: 2
  – Root buffer cell: clkbuf_8
  – # Post-CTS Setup Buffers: 0
  – TritonCTS clock tree: done
  – Htree depth: 1
  – Clock sinks: 3
  – Late-Pin Clk Latency: 0.21 ns
  – Clock Pin Slew Worst Setup and Hold Paths: 0.03 ns

Run
  – Max-Cap Viols: 0
  – Log Warnings: 30

STA
  – Skew final: 0.000868 ns
  – Fmax: 316 MHz
  – # setup viols final: 0
  – Post-Route Setup TNS: 0 ns
  – Final period util: 90.4%
  – Worst slew pin tran: 0.482 ns
  – Relative slew slack: 67.8%
  – Period minus WS final: 3.16 ns
  – Setup ws final: 0.336 ns
  – RSZ-0062 raised after global routing: false
  – Slew Limit Fails: 0
  – Final hold vios: 0

Global route
  – Antenna violations before repair: 0
  – Vias in the first global route: 1127
  – Gr usage total: 10.1%
  – First-pass GRT wire length: 6290 µm
  – GRT Residual Overflow: 0
  – Largest net degree at the start of global routing: 28

Final layout
  – Flop area: 60.1 µm²
  – Layout area overhead: 113%
  – Final Util: 38.2%
  – Max reg flops: 3
  – Most flop-heavy register: index
  – Multi-input logic area: 657 µm²
  – Layout cells sized above 1: 10.6%
  – Top Registers: index: 3 flops
  – # fillers: 450

Floorplan
  – Die H: 88 µm
  – Die X: 88 µm
  – Total die area: 7740 µm²
  – Core box area: 4410 µm²
  – Num ports: 82
  – Init Core Util: 18.0%
  – Std cell rows: 24

Worst hold path
  – Worst hold start: index[0]
  – Worst min-delay path class: flop to flop
==> layout make-up <==
| type | instances | share of cell area (%) |
|---|---|---|
| Sequential cell | 3 | 3.56 |
| Tap cell | 52 | 3.86 |
| Inverter | 3 | 0.668 |
| Clock buffer | 4 | 2.67 |
| Multi-Input combinational cell | 83 | 38.9 |
| Timing Repair Buffer | 86 | 50.3 |
==> layer usage <==
metal	up-vias	track usage (%)	part of all wire, %	routed length, µm
met5	-	0	0	0
met4	0	0.580	0.22	9
met3	2	4.30	14	574
met2	60	16.1	44	1830
met1	509	13.0	42	1760
li1	554	-	-	-
==> cells in the final DEF, fill, tap and decap left out, types with 2 or more instances in the layout <==
cell type / instances
a32oi_1: 4
buf_4: 5
and3_1: 7
mux2_2: 7
nand2_1: 10
a22o_1: 5
dfxtp_1: 3
a31oi_1: 4
nor2_1: 4
nor2b_1: 3
inv_1: 3
ha_1: 7
clkbuf_8: 3
a2111oi_0: 3
a222oi_1: 4
nor3_1: 8
a41oi_2: 4
or2_1: 2
clkdlybuf4s50_1: 81
==> path summary, 6_finish.rpt <==
path                            cells past startpoint   endpoint
worst min-delay path                                1   index[0]
worst min register to register                      1   index[0]
worst max-delay path                                6  LEDSEL[7]
worst max register to register                      3   index[2]
==> timing repair <==
| item | CTS | global route |
|---|---|---|
| resized | 0 | 2 |
| endpoints found under the setup margin | 0 | 2 |
| hold buffers | 0 | 0 |
==> cell families (layout without fill, tap and decap cells) <==
group / after synthesis / count (layout)
simple gates: 42 / 42
fa+ha+maj: 7 / 7
buf+inv: 14 / 93
flops: 3 / 3
compound gates: 27 / 27
mux: 7 / 7
==> power groups by stage <==
stage | clock network [mW] | registers (mW) | logic [mW]
after CTS | 0.103 | 0.0398 | 0.242
after global routing | 0.106 | 0.0404 | 0.263
final | 0.0994 | 0.0399 | 0.238
==> stage by stage <==
| step | hold slack [ns] | area, µm² | total power, mW | std cells |
|---|---|---|---|---|
| after global routing | 0.503 | 1690 | 0.409 | 231 |
| final | 0.474 | 1690 | 0.377 | 231 |
| after detailed placement | 0.467 | 1640 | 0.281 | 227 |
| after global placement | 0.453 | 1640 | 0.281 | 227 |
| after floorplan | 0.433 | 793 | 0.133 | 100 |
| after CTS | 0.473 | 1690 | 0.385 | 231 |
==> critical path, stage by stage (launching register included) <==
cell             delay, ns
dfxtp_1               0.38
inv_1                 0.08
ha_1                  0.37
or2_1                 0.30
buf_4                 0.18
or4b_1                0.50
clkdlybuf4s50_1       0.44
Power is estimated from default activity; no workload was simulated.

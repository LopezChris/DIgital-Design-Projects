==> design/flow/design.v <==
`timescale 1ns / 1ps
module MUX2 (in1, in2, s2, m2out);
input [2:0] in1, in2;
input s2;
output reg [2:0] m2out;
always @ (in1, in2, s2)
begin
if (s2)
m2out = in1;
else
m2out = in2;
end
endmodule  
`timescale 1ns / 1ps
module TheSmallCalculator   (input Go, clk, reset,
							 input [1:0] Op,
							 input [2:0] In1, In2,
							 output [3:0] CS,
							 output [2:0] Out,
							 output Done);
	wire [1:0] s1, wa, raa, rab, c;
	wire we, rea, reb, s2;
	FSM U1(.Go(Go), .Op(Op), .clk(clk), .reset(reset), .s1_mux(s1), .wa(wa), .we(we),
			.raa(raa), .rea(rea), .rab(rab), .reb(reb), .c(c), .s2_mux(s2), .Done(Done), .CS(CS));
	DP DUT(.in1(In1), .in2(In2), .s1(s1), .clk(clk), .wa(wa),
			.we(we), .raa(raa), .rea(rea), .rab(rab), .reb(reb), .c(c),
			.s2(s2), .out(Out));
endmodule
`timescale 1ns / 1ps
module FSM(input Go, clk, reset,
			input [1:0] Op,
			output reg [3:0] CS,
			output reg [1:0] s1_mux, wa, raa, rab, c,
			output reg we, rea, reb, s2_mux, Done);
	reg [3:0] NS;  
	parameter
		s0 = 4'b0000,  
		s1 = 4'b0001,  
		s2 = 4'b0010,  
		s3 = 4'b0011,  
		s4 = 4'b0100,  
		s5 = 4'b0101,  
		s6 = 4'b0110,  
		s7 = 4'b0111,  
		s8 = 4'b1000;  
	always @ (CS, Go, Op) begin
		case(CS)
			s0:begin NS = (Go) ? s1:s0; end
			s1:      NS = s2;
			s2:      NS = s3;
			s3:
			begin
				case(Op)
				    2'b11:
					     NS = s4;
				    2'b10:
						 NS = s5;
				    2'b01:
						 NS = s6;
				    default:
						 NS = s7;
				endcase
			end
			s4:      NS = s8;
			s5:      NS = s8;
			s6:      NS = s8;
			s7:      NS = s8;
			s8:      NS = s0;
			default: NS = s0;
		endcase
	end
	always @(posedge clk, posedge reset) begin
		if(reset)
		      CS <= s0;
		else
		      CS <= NS;
	end
	reg [14:0] Opcode;
	parameter
		Idle = 15'b01_00_0_00_0_00_0_00_0_0,
		LoadIn1 = 15'b11_01_1_00_0_00_0_00_0_0,
		LoadIn2 = 15'b10_10_1_00_0_00_0_00_0_0,
		Add = 15'b00_11_1_01_1_10_1_11_0_0,
		Subtract = 15'b00_11_1_01_1_10_1_10_0_0,
		AND = 15'b00_11_1_01_1_10_1_01_0_0,
		XOR = 15'b00_11_1_01_1_10_1_00_0_0,
		LoadOutput = 15'b01_00_0_11_1_11_1_01_1_1;
	always @ (Opcode) begin
		{s1_mux, wa, we, raa, rea, rab, reb, c, s2_mux, Done} = Opcode;
	end
	always @ (CS) begin
		case (CS)
			s0:
				Opcode = Idle;  
			s1:
				Opcode = LoadIn1;  
			s2:
				Opcode = LoadIn2;  
			s3:
				Opcode = Idle;  
			s4:
				Opcode = Add;  
			s5:
				Opcode = Subtract;  
			s6:
				Opcode = AND;  
			s7:
				Opcode = XOR;  
			s8:
				Opcode = LoadOutput;  
		endcase
	end
endmodule
`timescale 1ns / 1ps
module ALU (in1, in2, c, aluout);
input [2:0] in1, in2;
input [1:0] c;
output reg [2:0] aluout;
always @ (in1, in2, c)
    begin
        case (c)
            2'b11:  aluout = in1 + in2;
            2'b10:  aluout = in1 - in2;
            2'b01:  aluout = in1 & in2;
            2'b00:  aluout = in1 ^ in2;
        endcase
    end
endmodule  
`timescale 1ns / 1ps
module DP(in1, in2, s1, clk, wa, we, raa, rea, rab, reb, c, s2, out);
input [2:0] in1, in2;
input [1:0] s1, wa, raa, rab, c;
input we, rea, reb, s2, clk;
output [2:0] out;
wire [2:0] mux1out;
wire [2:0] douta;
wire [2:0] doutb;
wire [2:0] aluout;
MUX1 U0(.in1(in1), .in2(in2), .in3(3'b000), .in4(aluout), .s1(s1), .m1out(mux1out));
RF U1(.clk(clk), .rea(rea), .reb(reb), .raa(raa), .rab(rab), .we(we), .wa(wa), .din(mux1out), .douta(douta), .doutb(doutb));
ALU U2(.in1(douta), .in2(doutb), .c(c), .aluout(aluout));
MUX2 U3(.in1(aluout), .in2(3'b000), .s2(s2), .m2out(out));
endmodule  
`timescale 1ns / 1ps
module MUX1(in1, in2, in3, in4, s1, m1out);
input [2:0] in1, in2, in3, in4;
input [1:0] s1;
output reg [2:0] m1out;
always @ (in1, in2, in3, in4, s1)
begin
case (s1)
2'b11:  m1out = in1;
2'b10:  m1out = in2;
2'b01:  m1out = in3;
default:  m1out = in4;  
endcase
end
endmodule  
`timescale 1ns / 1ps
module RF(clk, rea, reb, raa, rab, we, wa, din, douta, doutb);
    input clk, rea, reb, we;
    input [1:0] raa, rab, wa;
    input [2:0] din;
    output reg [2:0] douta, doutb;
    reg [2:0] RegFile [3:0];
    always @(rea, reb, raa, rab)
    begin
    if (rea)
    douta = RegFile[raa];
    else douta = 3'b000;
    if (reb)
    doutb = RegFile[rab];
    else doutb = 3'b000;
    end
    always@(posedge clk)
    begin
    if (we)
        RegFile[wa] <= din;
    else
        RegFile[wa] <= RegFile[wa];
    end
endmodule  
==> design/flow/run.sh <==
#!/bin/bash
# OpenROAD 26Q1-2900-gdf79404cd8, Yosys 0.63+post, stock flow scripts
make -C /OpenROAD-flow-scripts/flow DESIGN_CONFIG=/design/flow/config.mk WORK_HOME=/design/flow/orfs finish
==> design/flow/config.mk <==
export PLATFORM = sky130hd
export DESIGN_NAME = TheSmallCalculator
export DESIGN_NICKNAME = TheSmallCalculator
export VERILOG_FILES = /design/flow/design.v
export SDC_FILE = /design/flow/constraint.sdc
export NUM_CORES = 4
export LEC_CHECK = 1
export CORE_AREA = 10 10 91 91
export DIE_AREA = 0 0 101 101
==> design/flow/constraint.sdc <==
current_design TheSmallCalculator

set clk_period 3.7
set clk_io_pct 0.2

create_clock -name clk0 -period $clk_period [get_ports {clk}]

set non_clock_inputs [all_inputs -no_clocks]
set_input_delay [expr $clk_period * $clk_io_pct] -clock clk0 $non_clock_inputs
set_output_delay [expr $clk_period * $clk_io_pct] -clock clk0 [all_outputs]
==> reports/qor.tcl <==
set qor(total_inserted_antenna_cells) 0
set qor(numCtsBuffers) 3
set qor(number_of_distinct_standard_cells_referenced_by_the_synthesized_netlist) 38
set qor(ios) 19
set qor(detailroute.via_count) 807
set qor(cts_tree) {done}
set qor(worst_hold_path_type) {reg2reg}
set qor(totalPowerFinal_w) 0.000667
set qor(capture_instance_of_the_worst_register_to_register_path) {DUT.U1.RegFile[2][1]$_DFFE_PP_}
set qor(worst_ep_required_time_ns) 2.96
set qor(pwr_density_cell_nw_per_um2) 478
set qor(drc_errors) 0
set qor(slew_worst_pin_ns) 0.437
set qor(untimed_endpoints) 19
set qor(layout-drive-gt1-share_pct) 6.06
set qor(logic_area_um2) 526
set qor(leading_register_cell_type_out_of_synthesis) {sky130_fd_sc_hd__edfxtp_1}
set qor(ys_cells) 113
set qor(wl_per_cell_um) 10.5
set qor(cp_slowest_cell) {sky130_fd_sc_hd__clkdlybuf4s50_1}
set qor(run_status) {finished, final reports clean}
set qor(worst_setup_path_start_kind) {register}
set qor(ys_top_cells_by_area) {sky130_fd_sc_hd__edfxtp_1 25%, sky130_fd_sc_hd__dlxtn_1 12%, sky130_fd_sc_hd__dfrtp_1 9.2%, sky130_fd_sc_hd__ha_1 4.6%, sky130_fd_sc_hd__mux2i_1 4.6%}
set qor(detail_route.vias_per_cell) 3.86
set qor(timing.final.crit_share_pct) 90.7
set qor(largest_area_cell) {sky130_fd_sc_hd__edfxtp_1}
set qor(synth.ff_latch_count) 22
set qor(postRouteWirelength_mm) 2.19
set qor(syn2layout_area_growth_pct) 27.6
set qor(initial_utilization_pct) 17.2
set qor(drt.antenna.violating_nets) 0
set qor(cell_by_cell_trace_of_the_critical_path) {nand2_1 -> a21boi_1 -> o21ai_0 -> mux2i_1 -> fa_1 -> xnor2_1 -> mux2i_1 -> nor3_1 -> clkdlybuf4s50_1}
set qor(clock_skew_ns) 0.00915
set qor(crit_path_end_kind) {primary output}
set qor(worst-path-max-fanout) 3
set qor(grt_first_pass_wirelength_mm) 3.84
set qor(timing_hold_violations_final) 0
set qor(cp.depth) 9
set qor(rows) 29
set qor(holdBufCountCts) 0
set qor(final_cell_mix) {18 x sky130_fd_sc_hd__clkdlybuf4s50_1, 10 x sky130_fd_sc_hd__inv_1, 9 x sky130_fd_sc_hd__edfxtp_1, 9 x sky130_fd_sc_hd__dlxtn_1, 9 x sky130_fd_sc_hd__nand2_1}
set qor(nFillCells) 676
set qor(cpPeakStageDelay_ns) 0.49
set qor(detailed_place_hpwl_mm) 1.84
set qor(warning_count) 26
set qor(slew_headroom_pct) 70.8
set qor(cp_num_buf_inv) 1
set qor(peakVddDrop_mv) 0.136
set qor(critical_path_class) {reg2out}
set qor(floorplan_die_area_um2) 10200
set qor(post-synth-top-area-fraction_pct) 24.7
set qor(register_area_um2) 505
set qor(max_clock_freq_mhz) 298
set qor(setup_violations) 0
set qor(edf_count) 9
set qor(place.gp.congestion) 0.783
set qor(ys_area_um2) 1090
set qor(max-clock-path-buffers) 2
set qor(ys_async_sr_fraction_pct) 18.2
set qor(placed_cells) 205
set qor(cts_setup_buffers) 0
set qor(avg_synthesized_cell_area_um2) 9.68
set qor(setup-tns-final_ns) 0
set qor(port-buffer-count) 18
set qor(worst-r2r-setup-slack_ns) 1.41
set qor(hold_slack_ns) 0.598
set qor(synthesis.instances) 113
set qor(htreeDepth) 1
set qor(pin_count_of_the_biggest_net_entering_global_routing) 10
set qor(layout_top_cell) {sky130_fd_sc_hd__clkdlybuf4s50_1}
set qor(unclocked_regs) 9
set qor(maxCapViolCount) 0
set qor(layout_min_cycle_time_ns) 3.36
set qor(cell_repeated_most_along_the_worst_path) {sky130_fd_sc_hd__mux2i_1}
set qor(timing.critical_path.max_delay_family) {buffers and inverters}
set qor(grt_pass1_vias) 863
set qor(register_to_register_path_depth) 8
set qor(detail_route.iter0.violations) 16
set qor(cts-resized-gates) 0
set qor(critical_path.startpoint) {DUT.U1.RegFile[2][0]$_DFFE_PP_}
set qor(rsz0062_at_grt) {no}
set qor(p_leak_nw) 0.554
set qor(final_cells) 209
set qor(critical_path.reg2reg.startpoint) {DUT.U1.RegFile[2][0]$_DFFE_PP_}
set qor(firstDrtPassIters) 2
set qor(ctsRootBufferMaster) {sky130_fd_sc_hd__clkbuf_8}
set qor(crit_path_end) {Out[2]}
set qor(slew_violations) 0
set qor(floorplan.die.width_um) 101
set qor(gr-total-overflow) 0
set qor(grt_antenna_before_repair) 0
set qor(grt_usage_pct) 4.55
set qor(yosys_warnings) 5
set qor(synth.cell_area_um2) 1090
set qor(clk-insertion-delay-late_ns) 0.24
set qor(cp_data_arrival_time_ns) 2.62
set qor(core_um2) 6350
set qor(die_h_um) 101
set qor(clk_pin_slew_ns) 0.05
[per-stage QoR]
stage / utilization (%) / instance area [µm²] / setup slack, ns
after floorplan: - / 1090 / 1.21
after detailed placement: 21.3 / 1350 / 0.577
after CTS: 22.0 / 1400 / 0.310
final: 22.0 / 1400 / 0.344
after global placement: 21.3 / 1350 / 0.622
after global routing: 22.0 / 1400 / 0.0858
[final cells by class]
type	instances	area share [%]
flip-flops and latches	22	36.2
multi-input cells	77	37.7
repair buffers	18	12.9
clock buffers	4	3.23
well taps	77	6.91
inverters	11	3.05
[worst min-delay path by stage]
stage,start,end,cells after the start
CTS,U1.CS[2]$_DFF_PP0_,U1.CS[0]$_DFF_PP0_,1
global route,U1.CS[2]$_DFF_PP0_,U1.CS[0]$_DFF_PP0_,1
finish,U1.CS[2]$_DFF_PP0_,U1.CS[0]$_DFF_PP0_,1
[registers in the layout (all words and copies together) (netlist names)]
register	cells
DUT.U1.RegFile	9
U1.CS	4
U1.Opcode	9
[logic make-up (layout without fill, tap and decap cells)]
logic type | count (synthesis) | count (layout) | share of synthesized area (%)
compound gates | 22 | 22 | 13.6
flops | 13 | 13 | 33.9
mux | 5 | 5 | 4.58
latches | 9 | 9 | 12.4
fa+ha+maj | 5 | 5 | 6.41
buf+inv | 14 | 33 | 5.72
simple gates | 41 | 41 | 20.3
xor+xnor | 4 | 4 | 3.20
[cell usage after synthesis, types with 3 or more instances]
cell                       count
sky130_fd_sc_hd__xnor2_1       3
sky130_fd_sc_hd__and2_1        4
sky130_fd_sc_hd__dfrtp_1       4
sky130_fd_sc_hd__dlxtn_1       9
sky130_fd_sc_hd__o21ai_0       4
sky130_fd_sc_hd__nor2b_1       5
sky130_fd_sc_hd__inv_1        10
sky130_fd_sc_hd__mux2i_1       5
sky130_fd_sc_hd__ha_1          4
sky130_fd_sc_hd__edfxtp_1      9
sky130_fd_sc_hd__a21oi_1       4
sky130_fd_sc_hd__nor3_1        4
sky130_fd_sc_hd__nor2_1        8
sky130_fd_sc_hd__nand2_1       9
sky130_fd_sc_hd__a211oi_1      3
[power by group]
part,switching [W],leakage [nW],internal (W)
combinational,0.000101,0.326,0.000136
clock,0.0000445,0.0228,0.0000756
sequential,0.0000675,0.206,0.000243
total,0.000213,0.554,0.000454
[metal layers]
layer	track usage, %	routed length, µm	vias to the layer above
li1	-	-	426
met1	5.04	950	368
met2	8.75	1160	9
met3	0.901	46	4
met4	0.750	34	0
met5	0	0	-
Power and IR drop assume default switching activity.

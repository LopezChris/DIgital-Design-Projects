## flow/config.mk

```make
export PLATFORM = sky130hd
export DESIGN_NAME = clk_gen
export DESIGN_NICKNAME = clk_gen
export VERILOG_FILES = /design/flow/design.v
export SDC_FILE = /design/flow/constraint.sdc
export NUM_CORES = 4
export LEC_CHECK = 1
export CORE_UTILIZATION = 30
```

## flow/constraint.sdc

```tcl
current_design clk_gen

set clk_period 4.5
set clk_io_pct 0.2

create_clock -name clk0 -period $clk_period [get_ports {clk100MHz}]

set non_clock_inputs [all_inputs -no_clocks]
set_input_delay [expr $clk_period * $clk_io_pct] -clock clk0 $non_clock_inputs
set_output_delay [expr $clk_period * $clk_io_pct] -clock clk0 [all_outputs]
```

## flow/design.v

```verilog
`timescale 1ns / 1ps
module clk_gen(clk100MHz, rst, clk_4sec, clk_5KHz);
input clk100MHz, rst;
output clk_4sec, clk_5KHz;
reg clk_4sec, clk_5KHz;
integer count, count1;
always@(posedge clk100MHz)
begin
if(rst)
begin
count = 0;
count1 = 0;
clk_4sec = 0;
clk_5KHz =0;
end
else
begin
if(count == 200000000)
begin
clk_4sec = ~clk_4sec;
count = 0;
end
if(count1 == 10000)
begin
clk_5KHz = ~clk_5KHz;
count1 = 0;
end
count = count + 1;
count1 = count1 + 1;
end
end
endmodule  
```

## flow/run.sh

```bash
#!/bin/bash
# OpenROAD 26Q1-2900-gdf79404cd8, Yosys 0.63+post, stock flow scripts
make -C /OpenROAD-flow-scripts/flow DESIGN_CONFIG=/design/flow/config.mk WORK_HOME=/design/flow/orfs finish
```

==> impl_metrics.ini <==
; flow metrics
[global_routing]
gr-total-overflow = 0
grt_use_total_pct = 11.8
grt_first_pass_wirelength_um = 9790
grt_max_degree = 58
grt_antenna_before_repair = 0
first_global_vias = 2145

[yosys]
xor_area_share_pct = 15.0
ys_sh_simple_pct = 33.1
synth_seq_share_pct = 43.6
synth_flops = 66
synth-edff-count = 0
synthCells = 357
synth_area_um2 = 3030
synthAoiAreaFrac_pct = 4.58
synth-main-ff-cell = dfxtp_1
synthArstFlopShare_pct = 0
ys_cells = 357
synth_cell_types = 35
synth_warnings = 1
ys_sh_mux_pct = 0
synth_chip_area_um2 = 3030
syn_area_per_cell_um2 = 8.49
fa_ha_area_share_pct = 0.826
top_logic_kind = simple AND/OR/NAND/NOR gates

[final_timing]
min_period_over_period_pct = 49.0
slew-limit-headroom_pct = 45.9
rsz0062_at_grt = no
period_needed_ns = 2.20
hold_violations = 0
final-setup-viol-count = 0
worst_slew_pin_slew_ns = 0.805
skew_ns = 0.00620
maxSlewViolCount = 0
setup_tns_ns = 0
max_freq_mhz = 454

[placement]
placedCellCount = 480
gp_congestion = 0.792
dpl.hpwl_um = 3710
portBuffers = 3

[route]
antennaDiodeCount = 0
wl_per_cell_um = 11.4
drc = 0
ant_nets = 0
vias = 2418
vias_per_cell = 4.88
drtPass1Iterations = 4
wl_um = 5640
drt_iter0_markers = 95

[worst_setup_path]
crit_path_max_fanout = 9
r2r-end = count[27]
regToRegSetupSlack_ns = 2.30
critPathRequiredTime_ns = 4.72
crit_type = reg2reg
crit_path_max_incr_delay_ns = 0.53
critPathLaunchType = flop
path_cells = or4b_1 -> or4_4 -> nor3_2 -> or2_1 -> nor2_1
arrival_ns = 2.42
r2r-start = count[7]
endpoint_kind = flop
slowest_stage = or4_4
cp-endpoint = count[27]
critPathLaunch = count[7]
reg2reg_depth = 5

[clock_network]
cts.repair.resized = 0
cts_setup_buffers = 0
clk_pin_slew_ns = 0.07
cts-root-buf = clkbuf_8
clock_sinks = 66
insertion_delay_ns = 0.34
cts_htree_levels = 3
cts_hold_buf = 0
cts_tree = yes
clockBufferDepth = 2
numCtsBuffers = 9

[power]
p_sw_mw = 0.231
leakagePower_nw = 1.02
intPower_mw = 0.851
powerDensity_nw_per_um2 = 322
pwr-share-clk_pct = 43.2
p_seq_share_pct = 54.9
power_frac_comb_pct = 1.9
ir_drop_v = 0.000196
switching_share_pct = 21.3

[status]
outcome = complete, no violations

[floorplanning]
dieArea_um2 = 10500
core-area_um2 = 9770
io_pins = 4
initCoreUtil_pct = 31.0
die_w_um = 102
rows = 36
dieHeight_um = 102

[hold_path]
hold_path.class = reg2reg

[finish]
final_cells = 495
post-route-util_pct = 34.4
final_common_cell = dfxtp_1
syn2layout_area_growth_pct = 10.9
lay_top_cells = 66 x dfxtp_1, 60 x nor2_1, 28 x nand3_1, 28 x xnor2_1, 24 x xor2_1
layout-drive-gt1-share_pct = 6.35

[run]
warning_count = 25
maxCapViolations = 0
[area by class of cell]
class | count | area (um^2)
fill | 997 | 6410
timing repair buffer | 4 | 32.5
tap | 133 | 166
inverter | 8 | 30.0
sequential | 66 | 1320
multi-input combinational | 269 | 1620
clock buffer | 13 | 179
clock inverter | 2 | 10.0
[flip-flops by register name, indices dropped and copies added, names as in the netlist]
name      cells
count1       32
count        32
clk_4sec      1
clk_5KHz      1
[how the worst min path moves through the flow]
stage / start / end / slack, ns / cells after the start
after CTS: count1[0] / count1[0] / 0.48 / 1
after global routing: count1[0] / count1[0] / 0.50 / 1
final: count1[0] / count1[0] / 0.47 / 1
[through the flow]
stage	total power, mW	cell area, um^2	setup WS [ns]	hold slack, ns
floorplan	0.625	3030	2.53	0.432
global placement	0.628	3170	2.36	0.455
detailed placement	0.628	3170	2.33	0.463
CTS	1.09	3360	2.32	0.478
global route	1.12	3360	2.16	0.497
finish	1.08	3360	2.30	0.474
[worst max-delay path: cells and delay by family (launching register included)]
kind / cells / cell delay, ns
simple gates: 5 / 1.72
flops: 1 / 0.36
[per-layer routing]
layer | track usage, % | vias to the layer above | part of all wire [%]
li1 | - | 1256 | -
met1 | 19.3 | 1107 | 53
met2 | 16.3 | 46 | 41
met3 | 2.71 | 9 | 4.6
met4 | 1.98 | 0 | 1.8
met5 | 0 | - | 0
[power groups by stage]
| stage | Combinational [mW] | Clock (mW) | Sequential [mW] |
|---|---|---|---|
| 4_1_cts | 0.0210 | 0.478 | 0.594 |
| 5_1_grt | 0.0234 | 0.503 | 0.594 |
| 6_report | 0.0208 | 0.467 | 0.594 |
[Yosys cell counts, types with 3 or more instances]
cell	number	area [um^2]
clkbuf_1	12	45.0
xnor2_1	28	245
o21ai_0	6	30.0
and3_1	7	43.8
xor2_1	24	210
o31ai_1	5	37.5
nor4b_1	3	26.3
nand2_1	18	67.6
nor4_1	13	81.3
nor3_1	17	85.1
dfxtp_1	66	1320
nand4_1	18	113
inv_1	8	30.0
or3_1	9	56.3
nor2_1	60	225
a21oi_1	10	50.1
nand3_1	28	140
[logic make-up (layout without fill, tap and decap cells)]
family,Yosys count,in the layout
AOI/OAI and AO/OA,24,24
xor gates and xnor gates,52,52
adders and majority gates,2,2
buffers and inverters,22,27
DFF,66,66
and+or+nand+nor,191,191
Power figures rest on the tool's default switching activity, not on a simulated workload.
